[/design/flow/run.sh]
#!/bin/bash
# OpenROAD 26Q1-2900-gdf79404cd8, Yosys 0.63+post, stock flow scripts
make -C /OpenROAD-flow-scripts/flow DESIGN_CONFIG=/design/flow/config.mk WORK_HOME=/design/flow/orfs finish
[/design/flow/config.mk]
export PLATFORM = sky130hd
export DESIGN_NAME = top
export DESIGN_NICKNAME = top
export VERILOG_FILES = /design/flow/design.v
export SDC_FILE = /design/flow/constraint.sdc
export NUM_CORES = 4
export LEC_CHECK = 1
export CORE_AREA = 10 10 198 198
export DIE_AREA = 0 0 208 208
export SYNTH_HDL_FRONTEND = slang
[/design/flow/constraint.sdc]
current_design top

set clk_period 2.5
set clk_io_pct 0.2

create_clock -name clk0 -period $clk_period

set non_clock_inputs [all_inputs -no_clocks]
set_input_delay [expr $clk_period * $clk_io_pct] -clock clk0 $non_clock_inputs
set_output_delay [expr $clk_period * $clk_io_pct] -clock clk0 [all_outputs]
[/design/flow/design.v]
parameter divide_by=100000000;   
parameter NBITS_INSTR = 32;
parameter NBITS_TOP = 8, NREGS_TOP = 32, NBITS_LCD = 64;
module top(input  logic clk_2,
           input  logic [NBITS_TOP-1:0] SWI,
           output logic [NBITS_TOP-1:0] LED,
           output logic [NBITS_TOP-1:0] SEG,
           output logic [NBITS_LCD-1:0] lcd_a, lcd_b,
           output logic [NBITS_INSTR-1:0] lcd_instruction,
           output logic [NBITS_TOP-1:0] lcd_registrador [0:NREGS_TOP-1],
           output logic [NBITS_TOP-1:0] lcd_pc, lcd_SrcA, lcd_SrcB,
             lcd_ALUResult, lcd_Result, lcd_WriteData, lcd_ReadData, 
           output logic lcd_MemWrite, lcd_Branch, lcd_MemtoReg, lcd_RegWrite);
    always_comb begin
    lcd_WriteData <= SWI;
    lcd_pc <= 'h12;
    lcd_instruction <= 'h34567890;
    lcd_SrcA <= 'hab;
    lcd_SrcB <= 'hcd;
    lcd_ALUResult <= 'hef;
    lcd_Result <= 'h11;
    lcd_ReadData <= 'h33;
    lcd_MemWrite <= SWI[0];
    lcd_Branch <= SWI[1];
    lcd_MemtoReg <= SWI[2];
    lcd_RegWrite <= SWI[3];
    for(int i=0; i<NREGS_TOP; i++)
        if(i != NREGS_TOP/2-1) lcd_registrador[i] <= i+i*16;
        else                   lcd_registrador[i] <= ~SWI;
    lcd_a <= {56'h1234567890ABCD, SWI};
    lcd_b <= {SWI, 56'hFEDCBA09876543};
    end
    parameter A_E_B = 'b000;
    parameter A_OU_B = 'b001;
    parameter SOMA = 'b010;
    parameter A_E_NAO_B = 'b100;
    parameter A_OU_NAO_B = 'b101;
    parameter SUBTRACAO = 'b110;
    parameter SLT = 'b111;
    parameter SAIDA_NOT_USED = 'b00;  
    parameter NBITS_OPERACAO = 2;
    parameter NBITS_SAIDA = 2;
    parameter CHAVE_CONTROLE = 3;
    logic [NBITS_OPERACAO-1:0] a;
    logic [NBITS_OPERACAO-1:0] b;
    logic [CHAVE_CONTROLE-1:0] chave_controle;
    always_comb a <= SWI[3:2];
    always_comb b <= SWI[1:0];
    always_comb chave_controle <= SWI[6:4];
    always_comb
    case(chave_controle)
        A_E_B: LED[1:0] <= a & b;
        A_OU_B: LED[1:0] <= a | b;
        SOMA: LED[1:0] <= a + b;
        A_E_NAO_B: LED[1:0] <= a & (!b);
        A_OU_NAO_B: LED[1:0] <= a | (!b);
        SUBTRACAO: LED[1:0] <= a - b;
        SLT: LED[1:0] <= a < b;
        default: LED[1:0] <= SAIDA_NOT_USED;
    endcase
endmodule
==> impl_metrics.ini <==
; generated from flow reports
[grt]
grt_pass1_wl_mm = 11.3
grtUsageTotal_pct = 3.05
grt_start_max_net_pins = 11
grt_antenna_before_repair = 0
grt_pass1_vias = 2073
grt_overflow = 0

[critical_path]
worstPathMaxFanout = 2
critical_path_class = in -> out
cp-start-kind = primary input
cp-end-kind = output pin
required_ns = 2.00
arrival_ns = 1.88

[drt]
post_drt_wl_per_cell_um = 8.26
num_vias = 1584
antenna_left = 0
num_antenna_cells = 0
post_drt_via_cell_ratio = 1.58
first_pass_iters = 4
first_iter_violations = 15
finalWirelength_mm = 8.26
drc_errors = 0

[floorplan]
rows = 68
die_height_um = 208
fp_util_pct = 11.1
dieArea_mm2 = 0.0433
boundaryPins = 501
die_w_um = 208
core_mm2 = 0.0347

[finish]
drive_above_1_share_pct = 4.21
fin_area_mm2 = 0.00307
nClkBuffers = 0
syn2layout_area_growth_pct = -20.6
layout.cells.non_filler = 1001
seq_cells = 0
flop_area_um2 = 0
fin_util_pct = 8.84

[logic_synthesis]
netlist_area_mm2 = 0.00386
yosysUniqueCellTypes = 20
syn_area_per_cell_um2 = 7.48
synth_stat.cells = 517
syn_inst = 517
ys_warn_count = 14
ys_area_mm2 = 0.00386
ys_seq_share_pct = 0

[outcome]
status = finished clean

[placed_design]
port_buffers = 46
post-dp-hpwl_mm = 8.15
dpl.cell_count = 1000
place_area_mm2 = 0.00306
gp_routability_congestion = 0.800

[final_timing]
fin_hold_ws_ns = 1.61
period_used_pct = 95.2
fmax_ghz = 0.420
rsz0062_at_grt = no
finalHoldViolations = 0
setup_viol = 0
final_max_slew_viol_count = 0
period_needed_ns = 2.38

[job]
openroad.warnings = 36
max_cap_viol_count = 0

[power_and_ir_drop]
p_leak_nw = 1.86
power_density_mw_per_mm2 = 59.6
power.total_uw = 183
ir_worst_vdd_v = 0.0000262

[worst_hold_path]
hold_path_class = in -> out
through the flow:
stage	setup WS (ns)	TNS, ns
after global routing	0.000990	0
after detailed placement	-0.468	-0.899
after global placement	-0.464	-0.892
final	0.119	0
after CTS	0.0155	0
after floorplan	0.553	0
cell usage after synthesis:
| cell | instances | area share (%) |
|---|---|---|
| a21oi_1 | 1 | 0.13 |
| a31oi_1 | 1 | 0.16 |
| a32oi_1 | 1 | 0.23 |
| buf_4 | 483 | 94 |
| conb_1 | 2 | 0.19 |
| fa_1 | 1 | 0.52 |
| ha_1 | 5 | 1.6 |
| inv_1 | 7 | 0.68 |
| inv_2 | 2 | 0.19 |
| nand2_1 | 1 | 0.097 |
| nand2b_1 | 1 | 0.16 |
| nand3_1 | 2 | 0.26 |
| nor2_1 | 2 | 0.19 |
| nor2b_1 | 2 | 0.32 |
| o2111ai_1 | 1 | 0.23 |
| o21ai_0 | 1 | 0.13 |
| o311a_1 | 1 | 0.26 |
| o311ai_2 | 1 | 0.42 |
| or2_1 | 1 | 0.16 |
| xor2_1 | 1 | 0.23 |
cell families after synthesis:
kind of cell,synth area share (%)
other,0.194
AND-OR/OR-AND,1.55
AND/OR/NAND/NOR,1.20
adder cells (fa/ha/maj),2.14
buffers and inverters,94.7
XOR/XNOR,0.227
metal layers:
metal | global-route usage, % | vias to the layer above | wire (um)
li1 | - | 681 | -
met1 | 2.42 | 682 | 2240
met2 | 6.47 | 213 | 4910
met3 | 1.46 | 8 | 1030
met4 | 0.324 | 0 | 85
met5 | 0 | - | 0
critical path, stage by stage:
cell and delay [ns]:
dlygate4sd2_1 0.25, inv_2 0.06, ha_2 0.15, inv_1 0.05, fa_2 0.33, o311ai_2 0.25
o311a_1 0.19, buf_2 0.10
layout make-up:
cell class	instances	area (um^2)
tap	455	569
fill	4044	31600
inverter	9	33.8
multi-input combinational	477	1910
timing repair buffer	60	558
power by group:
| group | switching (mW) | leakage, nW | total, mW | internal, mW |
|---|---|---|---|---|
| sequential | 0 | 0 | 0 | 0 |
| clock | 0 | 0 | 0 | 0 |
| combinational | 0.0962 | 1.86 | 0.183 | 0.0865 |
| total | 0.0962 | 1.86 | 0.183 | 0.0865 |
path summary, 6_finish.rpt:
path	start	end	slack, ns	cells past startpoint
setup / recovery	SWI[2]	LED[0]	0.12	8
hold / removal	SWI[1]	lcd_registrador[129]	1.61	3
layout by cell type (no fill, tap or decap), types with 2 or more instances in the layout:
cell and instances:
nand3_1 2, buf_2 2, inv_1 5, nor2_1 2, clkdlybuf4s50_1 40, conb_1 454
ha_1 4, buf_4 14, nor2b_1 2, inv_2 4, dlymetal6s2s_1 2, dlygate4sd2_1 2
repair_timing:
item,CTS,global route
pin swaps,2,2
hold buffers,0,0
endpoints found under the setup margin,2,2
hold endpoints to repair,0,0
buffers inserted,1,0
resized,11,4
Power figures rest on the tool's default switching activity, not on a simulated workload.
